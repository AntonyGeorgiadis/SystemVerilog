==> design/flow/design.v <==
module Bars (
    input logic clk,    
    input logic rst,        
	input logic incr,
    input logic decr,
    input logic mvUp,
    input logic mvDown,
    output logic hsync,      
    output logic vsync,      
    output logic [3:0] red,
	output logic [3:0] green,
	output logic [3:0] blue
    );
logic pxlClk;
logic [10:0] hcount;
logic [9:0] vcount;
logic [9:0] Pos1;  
logic [9:0] Pos2;  
logic [9:0] Pos3;  
logic [1:0] det_mvUp;  
logic pos_mvUp;
logic [1:0] det_mvDown;  
logic  pos_mvDown;
logic [1:0] det_incr;  
logic pos_incr;
logic [1:0] det_decr;  
logic pos_decr;
always_ff @(posedge clk) begin
    if (rst)
        pxlClk <= 1'b1;
    else
        pxlClk <= ~pxlClk;
end
always_ff @(posedge clk) begin
    if (rst) begin
         hcount <= 0;
        vcount <= 0;
    end
    else begin
        if (pxlClk) begin
             if (hcount == 1039) begin
                hcount <= 0;
                if (vcount == 665)
                    vcount <= 0;
                else
                    vcount <= vcount + 1'b1;
            end
            else
                hcount <= hcount + 1'b1;
            if (vcount >= 637 && vcount < 643)
                vsync <= 1'b0;
            else
                vsync <= 1'b1;
            if (hcount >= 856 && hcount < 976)
                hsync <= 1'b0;
            else
                hsync <= 1'b1;
        end
    end
end
typedef enum logic[2:0] {Position1=3'b001, Position2=3'b010, Position3=3'b100} vga_state;
vga_state state;
always_ff @(posedge clk) begin 
 if (rst) begin 
    Pos1<=270;
	Pos2<=270;
	Pos3<=270;
	state<=Position1;
	red <= 4'b0000;
    green <= 4'b0000;
    blue <= 4'b0000;
    end
	else begin
    case (state)
	Position1: begin
	if(pos_Down) state<=Position2;
	 if (vcount > 80 && vcount <120 && hcount > 130 && hcount < 170) begin 
	  red <=4'b1111;
	  green<=4'b1111;
	  blue<=4'b0000;
	 end
	 if(pos_incr && Pos1 < 750) begin
	 Pos1<=Pos1+32;
	 end
	 else if(pos_decr && Pos1 > 270) begin
	 Pos1<=Pos1-32;
	 end
	end
	Position2: begin
	if(pos_Down) state<=Position3;
	 else if (pos_mvUp) state<=Position1;
	 if (vcount > 280 && vcount < 320 && hcount > 130 && hcount < 170) begin
	  red <=4'b1111;
	  green<=4'b1111;
	  blue<=4'b0000;
	 end
	 if(pos_incr && Pos2 < 750) begin
	 Pos2<=Pos2+32;
	 end
	 else if(pos_decr && Pos2 > 270) begin
	 Pos2<=Pos2-32;
	 end
	end
	Position3: begin 
	if(pos_mvUp) state<=Position1;
	 if(vcount > 480 && vcount < 520 && hcount >130 & hcount < 170) begin 
	  red <=4'b1111;
	  green<=4'b1111;
	  blue<=4'b0000;
	 end
	 if(pos_incr && Pos3 < 750) begin
	 Pos3<=Pos3+32;
	 end
	 else if(pos_decr && Pos3 > 270) begin
	 Pos3<=Pos3-32;
	 end
	end
	endcase
	end
        if (pxlClk) begin
            if (hcount > 250 && hcount < Pos1 && vcount > 50 &&vcount < 150) begin
                red <= 4'b1000;
                green <= 4'b0000;
                blue <= 4'b0000;
            end
            else if (hcount > 250 && hcount < Pos2 && vcount > 250 && vcount < 350) begin
                red <= 4'b0000;
                green <= 4'b1000;
                blue <= 4'b0000;
            end
            else if (hcount > 250 && hcount < Pos3 && vcount > 450 && vcount < 550) begin
                red <= 4'b0000;
                green <= 4'b0000;
                blue <= 4'b1000;
            end
			else begin
                red <= 4'b0000;
                green <= 4'b0000;
                blue <= 4'b0000;
           end
end
end
always_ff @(posedge clk) begin
 if (rst) begin
 det_mvUp <= 2'b00;
 end else begin
 det_mvUp[1] <= det_mvUp[0];
 det_mvUp[0] <= mvUp;
 end
end
assign pos_mvUp = det_mvUp[0] & ~det_mvUp[1];
always_ff @(posedge clk) begin
 if (rst) begin
 det_mvDown <= 2'b00;
 end else begin
 det_mvDown[1] <= det_mvDown[0];
 det_mvDown[0] <= mvDown;
 end
end
assign pos_Down = det_mvDown[0] & ~det_mvDown[1];
always_ff @(posedge clk) begin
 if (rst) begin
 det_incr <= 2'b00;
 end else begin
 det_incr[1] <= det_incr[0];
 det_incr[0] <= incr;
 end
end
assign pos_incr = det_incr[0] & ~det_incr[1];
always_ff @(posedge clk) begin
 if (rst) begin
 det_decr <= 2'b00;
 end else begin
 det_decr[1] <= det_decr[0];
 det_decr[0] <= decr;
 end
end
assign pos_decr = det_decr[0] & ~det_decr[1];
endmodule
==> design/flow/run.sh <==
#!/bin/bash
# OpenROAD 26Q1-2900-gdf79404cd8, Yosys 0.63+post, stock flow scripts
make -C /OpenROAD-flow-scripts/flow DESIGN_CONFIG=/design/flow/config.mk WORK_HOME=/design/flow/orfs finish
==> design/flow/config.mk <==
export PLATFORM = sky130hd
export DESIGN_NAME = Bars
export DESIGN_NICKNAME = Bars
export VERILOG_FILES = /design/flow/design.v
export SDC_FILE = /design/flow/constraint.sdc
export NUM_CORES = 4
export LEC_CHECK = 1
export CORE_UTILIZATION = 40
==> design/flow/constraint.sdc <==
current_design Bars

set clk_period 3.3
set clk_io_pct 0.2

create_clock -name clk0 -period $clk_period [get_ports {clk}]

set non_clock_inputs [all_inputs -no_clocks]
set_input_delay [expr $clk_period * $clk_io_pct] -clock clk0 $non_clock_inputs
set_output_delay [expr $clk_period * $clk_io_pct] -clock clk0 [all_outputs]
==> metrics.cfg <==
[final_layout]
highest_count_cells_in_the_layout_ignoring_fill_and_taps=48 x dfxtp_1, 45 x nor2_1, 30 x ha_1
layout-drive-gt1-share=0.0548
finalNonFillerCells=525
layout_top_cell_excl_fill_tap=dfxtp_1
fillerInstances=827
final_design_area_no_fill_um2=3780
area_growth_syn_to_layout_pct=6.71

[logic_synthesis]
ys_top_cells_by_area=dfxtp_1 27%, ha_1 11%, edfxtp_1 5.1%
syn-mean-instance-area_um2=8.46
async_reset_ff_frac=0
synth_chip_area_um2=3540
post-synth-top-area-fraction=0.271
synth_area_um2=3540
yosysSeqAreaShare=0.322
postSynthRegisterBits=54
syn-instance-count=419
synth-edff-count=6
ys_cells=419
postSynth.topFlopCell=dfxtp_1
count_of_distinct_cell_types_in_the_synthesized_netlist=58
synth_warnings=2
yosys.area.top_type=dfxtp_1

[global_routing]
antenna_found_initial=0
first_global_vias=2523
grt_overflow_total=0
grt_max_degree=16
globalRouteTotalUtil=0.177
grt_pass1_wl_mm=12.4

[place]
placed_cell_area_um2=3670
place_congestion=0.910
dp_slack_ns=0.952
hpwlAfterDp_mm=5.52
port_bufs=16
dp_cells=517

[clocking]
clock_latency_late_sink_ns=0.30
clock_sink_count=54
cts-buffers-inserted=5
cts-root-to-sink-buffers=2
htree_num_levels=2
cts.hold.buffers_added=0
cts_tree=built
clkTransAtPathRegs_ns=0.10
clock_tree.root_cell=clkbuf_8
cts_post_setup_buffers_inserted=0
cts_resized=0

[power_and_ir_drop]
combPwrFrac=0.134
vdd_drop_max_mv=0.166
swShare=0.254
p_int_uw=992
power.static_leakage_uw=0.00146
total_switching_power_uw=337
power.share.sequential=0.544
power.density_cell_area_nw_per_um2=351
clock_power_share=0.322

[sta]
min_period_over_period=0.720
timing.final.crit_period_ns=2.37
final.setup.worst_slack_ns=0.925
worst_pin_slew_ns=0.620
grt_setup_unrepaired=false
max_clock_freq_mhz=421
timing.final.hold_violations=0
slew_headroom=0.584
final.setup_skew_ns=0.00827
tns_ns=0
slew_violations=0
report.final.setup_viol=0

[setup_path]
critical_path.top_delay_family=simple AND/OR/NAND/NOR gates
start_kind=flop
critPathArrivalTime_ns=2.32
crit_chain=or4b_2 > nor3_1 > nand4_1 > o21ai_0
critPathSlowestCell=or4b_2
worstPathRequired_ns=3.25
critical-path-max-stage-delay_ns=0.67
category_of_the_critical_setup_timing_path=flop to flop
cp_max_fo=12
cp.buffers_inverters=0
worst_setup_path_end_kind=flop

[die]
design.core.area_um2=8380
floorplan.die_area_um2=9240
dieWidth_um=96.1
ioPinCount=20
initial_core_util=0.423
die-height_um=96.1
standard_cell_row_count=33

[drt]
finalWirelength_mm=7.40
detail-route-antenna-nets=0
first_pass_iters=4
drt-vias-per-instance=5.41
antenna_cells=0
detailedRoute.firstIterationViolations=152
drcViolationCount=0
routed_wire_length_per_instance_um=14.1
vias=2841

[run_status]
outcome=finished, final reports clean

[job]
openroad.warnings=30
drv_cap=0

[worst_hold_path]
hold_class=flop to flop

-- power groups by stage --
| stage | combinational [uW] | sequential [uW] | clock [uW] |
|---|---|---|---|
| after CTS | 181 | 723 | 441 |
| final | 178 | 723 | 427 |
| after global routing | 205 | 728 | 469 |
-- area by class of cell --
cell class              instances  area (um2)  share of cell area
clock buffers                   8         110              0.0291
inverters                      29         109              0.0288
repair buffers                 18         175              0.0463
multi-input cells             311        2110               0.559
well taps                     105         131              0.0347
flip-flops and latches         54        1140               0.302
-- worst paths after layout --
kind,start,to,slack [ns],depth (start not counted)
hold / removal,det_incr[0],det_incr[1],0.47,1
setup / recovery,hcount[7],red[3],0.93,4
hold reg to reg,det_incr[0],det_incr[1],0.47,1
setup reg to reg,hcount[7],red[3],0.93,4
-- synth_stat cells, drive strengths merged (2+ instances only) --
master   n
clkbuf  13
and3     6
ha      30
nor3     8
nor2b   15
nor2    45
or3b     3
fa       3
o211ai   4
a211oi   7
a21o     6
or3      8
inv     29
nand2   26
buf     14
nand4b   3
xnor2   14
nand4   13
nand3   10
o32ai    2
nand2b   7
o21ai   20
dfxtp   48
mux2i    3
or4      3
mux2     2
nor3b    4
nor4     7
edfxtp   6
xor2    12
o31ai    4
a21oi   29
-- stage by stage --
| step | power [uW] | hold WS, ns | utilization |
|---|---|---|---|
| 2_1_floorplan | 871 | 0.430 | - |
| 3_3_place_gp | 915 | 0.442 | 0.438 |
| 3_5_place_dp | 918 | 0.454 | 0.438 |
| 4_1_cts | 1340 | 0.471 | 0.451 |
| 5_1_grt | 1400 | 0.482 | 0.451 |
| 6_report | 1330 | 0.469 | 0.451 |
-- routing by layer --
layer  part of all wire  global-route usage
met5                  0                   0
met4              0.012              0.0224
met3              0.049              0.0241
met2               0.43               0.272
met1               0.51               0.276
-- registers in the layout, summed over array words and instances (netlist names), 2 cells and up --
name and cells:
hcount 11, vcount 10, Pos1 5, Pos2 5, Pos3 5, state 3
det_decr 2, det_incr 2, det_mvDown 2, det_mvUp 2, red 2
-- cell families (layout without fill, tap and decap cells) --
group | count (synthesis) | count (layout) | share of synthesized area
AND/OR/NAND/NOR | 161 | 161 | 0.244
AND-OR/OR-AND | 83 | 83 | 0.148
buffers and inverters | 56 | 55 | 0.0833
flip-flops | 54 | 54 | 0.322
adder cells (fa/ha/maj) | 33 | 33 | 0.123
XOR/XNOR | 26 | 26 | 0.0643
multiplexers | 5 | 5 | 0.0148
other | 1 | 3 | 0.00106
-- worst reg2reg max path: cells and delay by family, from the launching register on --
kind / cells / cell delay [ns]
AND/OR/NAND/NOR: 3 / 0.98
flip-flops: 1 / 0.59
AND-OR/OR-AND: 1 / 0.44
Power is estimated from default activity; no workload was simulated.
